$ cat flow/run.sh
#!/bin/bash
# OpenROAD 26Q1-2900-gdf79404cd8, Yosys 0.63+post, stock flow scripts
make -C /OpenROAD-flow-scripts/flow DESIGN_CONFIG=/design/flow/config.mk WORK_HOME=/design/flow/orfs finish
$ cat flow/config.mk
export PLATFORM = sky130hd
export DESIGN_NAME = heartbeat
export DESIGN_NICKNAME = heartbeat
export VERILOG_FILES = /design/flow/design.v
export SDC_FILE = /design/flow/constraint.sdc
export NUM_CORES = 4
export LEC_CHECK = 1
export CORE_UTILIZATION = 50
$ cat flow/constraint.sdc
current_design heartbeat

set clk_period 5.0
set clk_io_pct 0.2

create_clock -name clk0 -period $clk_period [get_ports {clock}]

set non_clock_inputs [all_inputs -no_clocks]
set_input_delay [expr $clk_period * $clk_io_pct] -clock clk0 $non_clock_inputs
set_output_delay [expr $clk_period * $clk_io_pct] -clock clk0 [all_outputs]
$ cat flow/design.v
package types;
typedef logic[31:0] u32; 
typedef logic[15:0] u16;
typedef logic[ 7:0] u8;
typedef logic[ 3:0] u4;   
endpackage
`timescale 1ns / 1ps
module heartbeat #(
    parameter int CLK_HZ = 12_000_000,
    parameter int HB_HZ = 1
)(
    input  logic clock,
    input  logic reset,
    output logic o_heartbeat
    );
    localparam int HB_COUNTS = 12_000_000;
    localparam int DUTY_CNTS = 600_000;
    typedef int unsigned uint_32; 
    uint_32  x_count;
    logic    x_flag; 
    uint_32  y_count;
    logic    y_flag;
    always_comb begin 
        o_heartbeat = (y_count > 0) ? 1'b1 : 1'b0;
    end 
    always_ff@(posedge clock) begin : Xcounter 
        if (reset) begin 
            x_count <= 0; 
            x_flag <= 1'b0; 
        end else begin 
                if (x_count < HB_COUNTS) begin 
                    x_count <= x_count + 1;
                    x_flag <= 1'b0;
                end else begin 
                    x_count <= 0;
                    x_flag <= 1'b1;
                end
        end
    end : Xcounter
    always_ff@(posedge clock) begin : Ycounter 
        if (reset || x_flag) begin 
            y_count <= DUTY_CNTS;
        end else begin 
            if (y_count >0  ) begin 
                y_count <= y_count - 1;
            end
        end
    end : Ycounter
endmodule
==> flow_metrics.tcl <==
# implementation run metrics
set metrics [dict create \
    die-area_mm2 0.00609 \
    combGateArea_mm2 0.00153 \
    hold-path-cell-count 1 \
    drc 0 \
    worstRegToRegCells 6 \
    synth_area_per_cell_um2 8.66 \
    grt_pass1_wl_um 9780 \
    reg2reg_setup_slack_ns 2.20 \
    largest_area_cell "dfxtp_1" \
    synth_cell_types 49 \
    drive_above_1_share 0.0860 \
    max_freq_mhz 239 \
    post_cts_resized 0 \
    cts_buffers 9 \
    vias 2369 \
    irDropWorstVdd_uv 299 \
    hold_path.class "reg2reg" \
    r2r_start "y_count[22]" \
    gp_congestion 0.829 \
    place_area_mm2 0.00299 \
    clk_latency_ns 0.34 \
    holdWs_ns 0.446 \
    max_cap_violations 0 \
    end_kind "output pin" \
    yosys_warnings 1 \
    finalCritPeriodShare 0.837 \
    hold_viol_final 0 \
    clock_skew_ns 0.00480 \
    edf_count 0 \
    cts_tree "yes" \
    seq_area_mm2 0.00130 \
    die_w_um 78.0 \
    layout_top_cells "dfxtp_1 (65), nor2_1 (51), nand2_1 (23)" \
    die_y_um 78.0 \
    final_antenna_net_count 0 \
    ios 3 \
    slew_headroom 0.517 \
    coreArea_mm2 0.00554 \
    clk_pin_slew_ns 0.07 \
    setup_ws_ns 0.813 \
    grt_max_degree 23 \
    critical_path_peak_fanout 19 \
    worstMarginPinSlew_ns 0.723 \
    htreeDepth 3 \
    cts.sinks 65 \
    synthCells 334 \
    leakagePower_nw 1.04 \
    ys_chip_area_mm2 0.00289 \
    antenna_found_initial 0 \
    routed_wl_um 5680 \
    rsz0062_at_grt "no" \
    min_to "x_count[0]" \
    place_ws_ns 1.19 \
    overflow 0 \
    hpwl_um 3860 \
    first_pass_iters 4 \
    track_usage 0.205 \
    final-max-slew-violation-count 0 \
    syn2layout_area_growth_pct 11.3 \
    grt_pass1_vias 2072 \
    cts_root_buf "clkbuf_8" \
    status "finished clean" \
    num_rows 27 \
    required_ns 4.00 \
    finalSetupTns_ns 0 \
    ys_cells 334 \
    ys_seq_frac 0.450 \
    warning_count 25 \
    p_per_area_mw_per_mm2 330 \
    synth-main-ff-cell "dfxtp_1" \
    cts_buffer_depth 2 \
    async_reset_ff_frac 0 \
    fp_util 0.522 \
    crit_type "reg2out" \
    fill_cells 503 \
    finalSetupViolations 0 \
    drt_iter0_markers 97 \
    period_minus_slack_ns 4.19 \
    n_antenna_cell 0 \
    synth_area_mm2 0.00289 \
    cts-hold-fix-buffers 0 \
    ys.flops 65 \
    crit_arrival_ns 3.19 \
    cts_setup_buffers 0 \
    start_kind "flop" \
    r2r-end "y_count[19]" \
    top_area_frac 0.450 \
    lay_top_count "dfxtp_1" \
    portBuffers 2 \
    routed_via_density 5.63 \
    top_cells_by_area "dfxtp_1 (45%), nor2_1 (6.6%), xor2_1 (5.5%)" \
    routedWlPerCell_um 13.5 \
    hold_start "x_count[0]" \
    final_cell_area_mm2 0.00322 \
]
final cells by class:
class	count	area share
Clock buffer	9	0.0385
Clock inverter	7	0.0319
Inverter	6	0.00778
Multi-Input combinational cell	257	0.476
Sequential cell	65	0.404
Tap cell	72	0.0280
Timing Repair Buffer	5	0.0132
worst max-delay path: stages (launching register included):
cell and delay [ns]:
dfxtp_1 0.35, or4_1 0.65, or4_1 0.66, nor3_4 0.61, inv_4 0.13, clkdlybuf4s50_1 0.44
sequential cells by signal, indices dropped and copies added (netlist names):
register	cells
x_flag	1
y_count	32
x_count	32
cells by family (layout without fill, tap and decap cells):
logic type,Yosys count,count (layout),synth area share
other cells,1,8,0.00130
buf+inv,19,27,0.0290
xor+xnor,32,32,0.0969
simple gates,171,171,0.312
mux,2,2,0.00692
fa+ha+maj,2,2,0.00865
compound gates,42,42,0.0956
flops,65,65,0.450
how the worst max path moves through the flow:
| stage | from | end | slack [ns] |
|---|---|---|---|
| after CTS | y_count[22] | o_heartbeat | 0.80 |
| after global routing | y_count[22] | o_heartbeat | 0.62 |
| final | y_count[22] | o_heartbeat | 0.81 |
report_power, final:
part	total (W)	internal, W	switching (W)
combinational	0.0000327	0.0000127	0.0000200
sequential	0.000532	0.000526	0.00000629
clock	0.000497	0.000286	0.000211
synthesized netlist by cell type, types with 2 or more instances:
| library cell | number |
|---|---|
| ha_1 | 2 |
| a211oi_1 | 3 |
| a21oi_1 | 12 |
| dfxtp_1 | 65 |
| nor4_1 | 11 |
| and2_1 | 3 |
| nand2b_1 | 2 |
| o31ai_1 | 3 |
| or3_2 | 4 |
| mux2i_1 | 2 |
| and4_1 | 2 |
| or4_1 | 7 |
| xnor2_1 | 14 |
| nor4b_1 | 3 |
| nor3_1 | 11 |
| a311oi_1 | 2 |
| o41ai_1 | 3 |
| nand2_1 | 23 |
| inv_1 | 5 |
| xor2_1 | 18 |
| o21ai_0 | 8 |
| nor2b_1 | 2 |
| nand4_1 | 15 |
| or3_1 | 8 |
| a31oi_1 | 3 |
| clkbuf_1 | 10 |
| nor2_1 | 51 |
| nand3_1 | 19 |
| and3_1 | 3 |
through the flow:
stage	total power (W)	std cells	utilization
3_5_place_dp	0.000577	405	0.540
3_3_place_gp	0.000577	405	0.540
6_report	0.00106	421	0.581
5_1_grt	0.00111	421	0.581
4_1_cts	0.00108	421	0.581
2_1_floorplan	0.000567	341	-
routing by layer:
metal	global-route usage	share of wire
met5	0	0
met3	0.0508	0.046
met2	0.279	0.41
met4	0.0204	0.011
met1	0.349	0.54
Power figures rest on the tool's default switching activity, not on a simulated workload.
